**flow/run.sh**
```bash
#!/bin/bash
# OpenROAD 26Q1-2900-gdf79404cd8, Yosys 0.63+post, stock flow scripts
make -C /OpenROAD-flow-scripts/flow DESIGN_CONFIG=/design/flow/config.mk WORK_HOME=/design/flow/orfs finish
```
**flow/config.mk**
```make
export PLATFORM = sky130hd
export DESIGN_NAME = registerfile
export DESIGN_NICKNAME = registerfile
export VERILOG_FILES = /design/flow/design.v
export SDC_FILE = /design/flow/constraint.sdc
export NUM_CORES = 4
export LEC_CHECK = 1
export CORE_UTILIZATION = 50
```
**flow/constraint.sdc**
```tcl
current_design registerfile

set clk_period 10.1
set clk_io_pct 0.2

create_clock -name clk0 -period $clk_period [get_ports {clk}]

set non_clock_inputs [all_inputs -no_clocks]
set_input_delay [expr $clk_period * $clk_io_pct] -clock clk0 $non_clock_inputs
set_output_delay [expr $clk_period * $clk_io_pct] -clock clk0 [all_outputs]
```
**flow/design.v**
```verilog
module registerfile(
  input clk,
	input [4:0] readReg1, readReg2, writeReg, 
	input [31:0] writeData,
	input regWrite, 
	output [31:0] readData1, readData2);
	reg [31:0] regfile [0:31];
	always @(*) regfile[0]<=32'b0;
	 initial begin
		    regfile[0] = 32'b00000000000000000000000000000000;	
	end
	always @(posedge clk) begin 
		if(regWrite == 1'b1)
  		  regfile[writeReg] <= writeData; 
	end 
	assign readData1 = regfile[readReg1];
	assign readData2 = regfile[readReg2];
endmodule 
```
==> flow_summary.json <==
{
  "holdWs_ns": 2.14,
  "ctsHoldBuffers": 0,
  "fp_util_pct": 50.4,
  "ff_type": "edfxtp_1",
  "cts_sinks": 992,
  "slowest_delay_ns": 1.04,
  "cts_made_buffers": 102,
  "worst_pin_slew_ns": 1.13,
  "setup_viol": 0,
  "path_class": "input pin to output pin",
  "min_period_over_period_pct": 84.6,
  "clkPwrFrac_pct": 42.7,
  "grt_usage_pct": 51.5,
  "drive_gt1_share_pct": 14.8,
  "p_seq_share_pct": 50.0,
  "wl_mm": 206,
  "edf_count": 992,
  "reg_top3": "regfile x992",
  "warning_count": 25,
  "worst-path-stages": 9,
  "cts_tree": "yes",
  "clockBufferDepth": 3,
  "overflow": 0,
  "io_buffers": 112,
  "synth_cells": 3078,
  "max_freq_ghz": 0.117,
  "drtIter0Drc": 3592,
  "clockRootBuffer": "clkbuf_16",
  "p_sw_mw": 2.13,
  "yosys_cells": 3078,
  "stdcell_area_um2": 50700,
  "die_x_um": 298,
  "vias": 34335,
  "ir_drop_v": 0.000147,
  "row_count": 108,
  "area_delta_synth_final_pct": 15.9,
  "final_antenna_net_count": 0,
  "power.total_mw": 9.21,
  "first_global_vias": 36371,
  "synth_flops": 992,
  "rsz0062_at_grt": "no",
  "cp_cell_sequence": "clkdlybuf4s50_1 > nand3b_1 > buf_4 > nor2_4 > buf_4 > a22oi_1 > nand2_1 > or4_1 > clkdlybuf4s50_1",
  "drv_cap": 0,
  "cp-startpoint": "readReg2[0]",
  "placedInstanceArea_um2": 47200,
  "layout_setup_ws_ns": 1.55,
  "largest_register_ffs": 992,
  "place.gp.congestion": 1.05,
  "fin_cells": 4489,
  "endpoint_kind": "output pin",
  "synth_area_um2": 43800,
  "pwr-share-comb_pct": 7.2,
  "hold_path.class": "input pin to flip-flop",
  "yosysUniqueCellTypes": 68,
  "clk_pin_slew_worst_paths_ns": 0.06,
  "dieArea_um2": 88700,
  "boundaryPins": 113,
  "core_um2": 86800,
  "cts_resized": 0,
  "lay_top_count": "edfxtp_1",
  "placedCellCount": 4277,
  "critPathMaxFanout": 21,
  "slew_headroom_pct": 24.5,
  "yosys-stat-area_um2": 43800,
  "worst_setup_path_start_kind": "input pin",
  "grt_max_degree": 66,
  "slowest_stage": "nand3b_1",
  "whs_path_depth": 2,
  "critPathBufInv": 4,
  "hold_viol": 0,
  "final_cell_mix": "992 x edfxtp_1, 517 x a22oi_1, 251 x and3_1",
  "largest-register": "regfile",
  "vias_per_cell": 7.65,
  "p_per_area_nw_per_um2": 182,
  "ctsHtreeMaxLevel": 3,
  "cpLargestDelayFamily": "buffers and inverters",
  "min_from": "writeData[8]",
  "yosysWarnings": 2,
  "postLayoutCoreUtil_pct": 58.4,
  "finalMaxSlewViolations": 0,
  "die_h_um": 298,
  "cp.arrival_ns": 6.53,
  "drc": 0,
  "grt_pass1_wl_mm": 278,
  "wl_per_cell_um": 45.9,
  "outcome": "completed",
  "antenna_found_initial": 11,
  "critPathRequiredTime_ns": 8.08,
  "post-cts-setup-buffers": 0,
  "async_flop_share_pct": 0,
  "first_pass_iters": 6,
  "synth.avg_cell_area_um2": 14.2,
  "postSynthSeqShare_pct": 68.1,
  "dp_slack_ns": 1.97,
  "period_minus_slack_ns": 8.55,
  "hpwlAfterDp_mm": 119,
  "power.leakage_nw": 17.4,
  "p_int_mw": 7.08,
  "sw_frac_of_total_pct": 23.2,
  "setup_tns_ns": 0
}
## worst paths after layout
| path | endpoint | slack [ns] |
|---|---|---|
| worst max-delay path | readData2[30] | 1.55 |
| worst min-delay path | regfile[8][8] | 2.14 |
## routing by layer
layer / up-vias / global-route usage, % / part of all wire, %
met3: 962 / 49.0 / 22
met2: 3809 / 64.4 / 41
met1: 16364 / 56.9 / 29
met5: - / 14.2 / 0.59
met4: 43 / 26.4 / 7.3
li1: 13157 / - / -
## power by group through the flow
stage	clock network [mW]	logic, mW	registers [mW]
after CTS	3.94	0.633	4.61
final	3.93	0.667	4.61
after global routing	4.08	0.679	4.61
## cells by family after synthesis
group	after synthesis	share of synthesized area (%)
DFF	992	68.1
and+or+nand+nor	840	10.8
AOI/OAI and AO/OA	834	14.3
buffers and inverters	246	2.40
muxes	166	4.40
## Yosys cell counts, drive strengths merged (9+ instances only)
library cell  count  area [um^2]
clkbuf          177          666
a22o             28          245
nand2b           10         62.6
and3            252         1580
nand2           120          453
mux2             12          135
or2              10         62.6
nand4            96          601
or4              59          443
a22oi           517         3880
or3b             13          114
a2111oi          82          718
o211ai           12         90.1
a32oi            12          105
nor3b             9         72.6
edfxtp          992        29800
nand3            96          480
nor3              9         45.0
a21oi            72          360
buf              67          375
o22ai            42          263
mux2i           134         1340
or3              13         81.3
nand3b            9         83.8
a221oi           11         96.3
mux4             20          450
nor2            115          434
## area by class of cell
type	count	area [um^2]
inverter	2	7.51
clock buffer	119	2620
tap	1155	1450
timing repair buffer	288	2440
antenna	20	50.0
multi-input combinational	1840	13500
clock inverter	73	821
sequential	992	29800
fill	6621	36100
Power figures rest on the tool's default switching activity, not on a simulated workload.

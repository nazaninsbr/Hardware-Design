## ./run.sh

```bash
#!/bin/bash
# OpenROAD 26Q1-2900-gdf79404cd8, Yosys 0.63+post, stock flow scripts
make -C /OpenROAD-flow-scripts/flow DESIGN_CONFIG=/design/flow/config.mk WORK_HOME=/design/flow/orfs finish
```

## ./config.mk

```make
export PLATFORM = sky130hd
export DESIGN_NAME = instructionMemory
export DESIGN_NICKNAME = instructionMemory
export VERILOG_FILES = /design/flow/design.v
export SDC_FILE = /design/flow/constraint.sdc
export NUM_CORES = 4
export LEC_CHECK = 1
export CORE_UTILIZATION = 30
```

## ./constraint.sdc

```tcl
current_design instructionMemory

set clk_period 2.2
set clk_io_pct 0.2

create_clock -name clk0 -period $clk_period [get_ports {clk}]

set non_clock_inputs [all_inputs -no_clocks]
set_input_delay [expr $clk_period * $clk_io_pct] -clock clk0 $non_clock_inputs
set_output_delay [expr $clk_period * $clk_io_pct] -clock clk0 [all_outputs]
```

## ./design.v

```verilog
module instructionMemory #(parameter SIZE=8) (
	input clk, 
	input [4*SIZE-1:0] adr,  
	output reg [4*SIZE-1:0] instruction);
	reg [SIZE-1:0] InstMemory [0:255]; 
	initial begin 
		{InstMemory[0],InstMemory[1],InstMemory[2],InstMemory[3]} = {6'b001000, 5'b0, 5'b1, 16'd80};
		{InstMemory[4],InstMemory[5],InstMemory[6],InstMemory[7]} = {6'b001000, 5'd0, 5'd10, 16'd1};
		{InstMemory[8],InstMemory[9],InstMemory[10],InstMemory[11]} = {6'b001000, 5'd0, 5'd2, 16'b0};
		{InstMemory[12],InstMemory[13],InstMemory[14],InstMemory[15]} = {6'b000100, 5'd1, 5'd2, 16'd12};
		{InstMemory[16],InstMemory[17],InstMemory[18],InstMemory[19]} = {6'b001000, 5'd2, 5'd3, 16'd0};
		{InstMemory[20],InstMemory[21],InstMemory[22],InstMemory[23]} = {6'b000100, 5'd1, 5'd3, 16'd8};
		{InstMemory[24],InstMemory[25],InstMemory[26],InstMemory[27]} = {6'b100011, 5'd2, 5'd4, 16'b0}; 
		{InstMemory[28],InstMemory[29],InstMemory[30],InstMemory[31]} = {6'b100011, 5'd3, 5'd5, 16'b0};
		{InstMemory[32],InstMemory[33],InstMemory[34],InstMemory[35]} = {6'b0, 5'd5, 5'd4, 5'd6, 5'b0, 6'h2a};
		{InstMemory[36],InstMemory[37],InstMemory[38],InstMemory[39]} = {6'b000100, 5'd6, 5'd10, 16'd2};
		{InstMemory[40],InstMemory[41],InstMemory[42],InstMemory[43]} = {6'b101011, 5'd3, 5'd4, 16'b0};
		{InstMemory[44],InstMemory[45],InstMemory[46],InstMemory[47]} = {6'b101011, 5'd2, 5'd5, 16'b0};
		{InstMemory[48],InstMemory[49],InstMemory[50],InstMemory[51]} = {6'b001000, 5'd3, 5'd3, 16'd4};
		{InstMemory[52],InstMemory[53],InstMemory[54],InstMemory[55]} = {6'b000010, 26'd5};
		{InstMemory[56],InstMemory[57],InstMemory[58],InstMemory[59]} = {6'b001000, 5'd2, 5'd2, 16'd4};
		{InstMemory[60],InstMemory[61],InstMemory[62],InstMemory[63]} = {6'b000010, 26'd3};
		{InstMemory[64],InstMemory[65],InstMemory[66],InstMemory[67]} = {32'b0};
	end 
	always @(posedge clk) begin 
	   instruction <= {InstMemory[adr], InstMemory[adr+1], InstMemory[adr+2], InstMemory[adr+3]};
	end 	
endmodule  
```

==> summary.json <==
{
  "rsz0062_at_grt": {"value": "no"},
  "syn-instance-count": {"value": 415},
  "irDropWorstVdd": {"value": 386, "unit": "µV"},
  "portBuffers": {"value": 39},
  "yosys_warnings": {"value": 1},
  "enable_flop_cells": {"value": 0},
  "global_route.usage.total": {"value": 19.6, "unit": "%"},
  "final.fill_count": {"value": 1024},
  "critical_path_class": {"value": "input pin to flop"},
  "timing.final.hold_violations": {"value": 0},
  "asyncSetResetFlopFracSynth": {"value": 0, "unit": "%"},
  "die.size.x": {"value": 107, "unit": "µm"},
  "max_freq": {"value": 483, "unit": "MHz"},
  "top_register": {"value": "instruction"},
  "synth.yosys.num_cells": {"value": 415},
  "yosys.stat.seqShare": {"value": 19.5, "unit": "%"},
  "post_layout_nonfiller_instances": {"value": 699},
  "timing.final.setup_violations": {"value": 0},
  "max_slew_margin": {"value": 57.6, "unit": "%"},
  "num_vias": {"value": 3647},
  "synth_flop_count": {"value": 32},
  "finalWeightedCongestion": {"value": 0.904},
  "first_global_vias": {"value": 3511},
  "finalCritPeriodShare": {"value": 94.1, "unit": "%"},
  "synth.top_cells.by_count": {"value": "33 x sky130_fd_sc_hd__nand2_1, 32 x sky130_fd_sc_hd__dfxtp_1, 31 x sky130_fd_sc_hd__nor2_1"},
  "maxCapViolations": {"value": 0},
  "design.portCount": {"value": 65},
  "fin_crit": {"value": 2070, "unit": "ps"},
  "cts_hold_buf": {"value": 0},
  "report.final.slew_viol_count": {"value": 0},
  "design.die.area": {"value": 11300, "unit": "µm²"},
  "synthFlopType": {"value": "sky130_fd_sc_hd__dfxtp_1"},
  "tightest_slew": {"value": 636, "unit": "ps"},
  "detail_route.vias_per_cell": {"value": 5.22},
  "critical_path_required": {"value": 2400, "unit": "ps"},
  "worstPathCellList": {"value": "clkdlybuf4s50_1, buf_12, buf_4, inv_2, xnor2_4, buf_6, a31oi_1, a2111o_1, o31ai_1"},
  "dp_hpwl": {"value": 7.69, "unit": "mm"},
  "overflow": {"value": 0},
  "top_flop_regs": {"value": "instruction: 32 flops"},
  "syn-cell-area": {"value": 3280, "unit": "µm²"},
  "tritoncts_clock_tree": {"value": "yes"},
  "hp-class": {"value": "input pin to flop"},
  "largest_register_ff_count": {"value": 32},
  "critical_path_buf_inv_count": {"value": 5},
  "antenna_cells_inserted": {"value": 0},
  "yosysTopAreaCell": {"value": "sky130_fd_sc_hd__dfxtp_1"},
  "whs_path_depth": {"value": 3},
  "first_pass_iters": {"value": 5},
  "drt-initial-drc-count": {"value": 148},
  "post_dp_cell_area": {"value": 4710, "unit": "µm²"},
  "final_layout_size_suffix_gt1_share": {"value": 34.6, "unit": "%"},
  "yosysChipArea": {"value": 3280, "unit": "µm²"},
  "wirelength": {"value": 10.4, "unit": "mm"},
  "run_status": {"value": "finished, final reports clean"},
  "htreeDepth": {"value": 2},
  "max-clock-path-buffers": {"value": 2},
  "number_of_cts_inserted_buffers": {"value": 5},
  "numClockSinks": {"value": 32},
  "syn_to_final_growth": {"value": 52.1, "unit": "%"},
  "netlist-cell-type-count": {"value": 72},
  "endpoint_kind": {"value": "flop"},
  "worst_path_fanout_max": {"value": 13},
  "core_rows": {"value": 37},
  "post_route_standard_cell_area_excluding_fillers": {"value": 4990, "unit": "µm²"},
  "route.detailed.drc": {"value": 0},
  "critical-path-slowest-cell": {"value": "sky130_fd_sc_hd__clkdlybuf4s50_1"},
  "grt_first_pass_wirelength": {"value": 17.7, "unit": "mm"},
  "critical-path-max-stage-delay": {"value": 510, "unit": "ps"},
  "cts_root_buffer": {"value": "sky130_fd_sc_hd__clkbuf_8"},
  "power": {"value": 2.28, "unit": "mW"},
  "critical_path_depth": {"value": 9},
  "hold-worst-slack": {"value": 908, "unit": "ps"},
  "synth.area.top_cells": {"value": "sky130_fd_sc_hd__dfxtp_1 20%, sky130_fd_sc_hd__ha_1 6.9%, sky130_fd_sc_hd__a21oi_1 4.4%, sky130_fd_sc_hd__nand2_1 3.8%, sky130_fd_sc_hd__nor2_1 3.5%"},
  "synth_top_area_share": {"value": 19.5, "unit": "%"},
  "dieHeight": {"value": 107, "unit": "µm"},
  "powerDensity": {"value": 457, "unit": "nW/µm²"},
  "grt_start_max_net_pins": {"value": 15},
  "antenna_violating_nets_post_route": {"value": 0},
  "wl_per_cell": {"value": 14.9, "unit": "µm"},
  "floorplan.core_util": {"value": 31.3, "unit": "%"},
  "cellLeakagePower": {"value": 2.07, "unit": "nW"},
  "place_ws": {"value": -559, "unit": "ps"},
  "crit_family": {"value": "buffers and inverters"},
  "setup.worst_path.start_class": {"value": "input pin"},
  "instance_count_after_placement_with_tap_cells_included": {"value": 689},
  "design.core.area": {"value": 10500, "unit": "µm²"},
  "avgSynthCellArea": {"value": 7.90, "unit": "µm²"},
  "post-synth-top-count-cell": {"value": "sky130_fd_sc_hd__nand2_1"},
  "cp_data_arrival_time": {"value": 2280, "unit": "ps"},
  "warnings": {"value": 65},
  "clk_pin_slew_worst_paths": {"value": 80, "unit": "ps"},
  "antenna_found_initial": {"value": 0},
  "finalWorstSetupSlack": {"value": 129, "unit": "ps"}
}
[layout make-up]
type / instances / area [µm²] / share of cell area, %
inverter: 11 / 47.5 / 0.953
multi-input combinational: 336 / 2540 / 51.0
clock buffer: 7 / 96.3 / 1.93
timing repair buffer: 176 / 1460 / 29.2
clock inverter: 1 / 30.0 / 0.602
tap: 136 / 170 / 3.41
sequential: 32 / 641 / 12.8
[power by group]
group	switching, mW	internal [mW]	total, mW
registers	0.0124	0.625	0.638
logic	0.476	0.529	1.01
clock network	0.237	0.400	0.637
[final timing paths]
path / start / endpoint / slack, ps
min: adr[0] / instruction[9] / 910
max: adr[3] / instruction[2] / 130
[cell usage in the layout (no fill, tap or decap), types with 4 or more instances in the layout]
| master | n |
|---|---|
| sky130_fd_sc_hd__a211o_1 | 4 |
| sky130_fd_sc_hd__a211oi_1 | 7 |
| sky130_fd_sc_hd__a21oi_1 | 29 |
| sky130_fd_sc_hd__a221oi_1 | 9 |
| sky130_fd_sc_hd__a311oi_1 | 4 |
| sky130_fd_sc_hd__a31oi_1 | 12 |
| sky130_fd_sc_hd__and2_1 | 5 |
| sky130_fd_sc_hd__and3_1 | 4 |
| sky130_fd_sc_hd__buf_4 | 128 |
| sky130_fd_sc_hd__buf_6 | 8 |
| sky130_fd_sc_hd__clkbuf_8 | 7 |
| sky130_fd_sc_hd__clkdlybuf4s50_1 | 36 |
| sky130_fd_sc_hd__dfxtp_1 | 32 |
| sky130_fd_sc_hd__ha_1 | 12 |
| sky130_fd_sc_hd__ha_4 | 4 |
| sky130_fd_sc_hd__inv_1 | 5 |
| sky130_fd_sc_hd__mux2_2 | 5 |
| sky130_fd_sc_hd__mux2i_1 | 10 |
| sky130_fd_sc_hd__nand2_1 | 33 |
| sky130_fd_sc_hd__nand2b_1 | 4 |
| sky130_fd_sc_hd__nand3_1 | 17 |
| sky130_fd_sc_hd__nor2_1 | 31 |
| sky130_fd_sc_hd__nor2b_1 | 6 |
| sky130_fd_sc_hd__nor3_1 | 19 |
| sky130_fd_sc_hd__o211ai_1 | 5 |
| sky130_fd_sc_hd__o21ai_0 | 20 |
| sky130_fd_sc_hd__or3_1 | 4 |
| sky130_fd_sc_hd__xnor2_1 | 9 |
| sky130_fd_sc_hd__xnor2_2 | 5 |
| sky130_fd_sc_hd__xnor2_4 | 4 |
| sky130_fd_sc_hd__xor2_1 | 5 |
[routing by layer]
layer / GRT usage, % / vias to the layer above / wire length (µm)
met4: 2.05 / 0 / 101
met5: 0 / - / 0
met1: 29.9 / 1714 / 4980
li1: - / 1833 / -
met3: 1.63 / 7 / 494
met2: 31.4 / 93 / 4860
[logic make-up after synthesis]
logic type,Yosys count,share of synthesized area (%)
buffers and inverters,47,6.91
and+or+nand+nor,141,22.1
DFF,32,19.5
muxes,17,6.14
xor gates and xnor gates,24,8.82
adders and majority gates,21,7.86
AOI/OAI and AO/OA,133,28.6
[tightest hold or removal path, delay by kind of cell]
family | cells | cell delay, ps
buf+inv | 1 | 310
compound gates | 2 | 400
[repair_timing]
item,CTS,global route
setup buffers,2,0
pin swaps,9,0
resized,34,1
endpoints found under the setup margin,30,3
[metrics by stage]
| stage | utilization (%) | TNS [ps] |
|---|---|---|
| CTS | 47.6 | 0 |
| floorplan | - | -43.9 |
| global route | 47.7 | 0 |
| global placement | 45.0 | -13470 |
| detailed placement | 45.0 | -13490 |
| finish | 47.7 | 0 |
Power is estimated from default activity; no workload was simulated.
